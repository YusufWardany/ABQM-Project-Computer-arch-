`flow/run.sh`:
```
#!/bin/bash
# OpenROAD 26Q1-2900-gdf79404cd8, Yosys 0.63+post, stock flow scripts
make -C /OpenROAD-flow-scripts/flow DESIGN_CONFIG=/design/flow/config.mk WORK_HOME=/design/flow/orfs finish
```
`flow/config.mk`:
```
export PLATFORM = sky130hd
export DESIGN_NAME = FSM
export DESIGN_NICKNAME = FSM
export VERILOG_FILES = /design/flow/design.v
export SDC_FILE = /design/flow/constraint.sdc
export NUM_CORES = 4
export LEC_CHECK = 1
export CORE_AREA = 10 10 70 70
export DIE_AREA = 0 0 80 80
```
`flow/constraint.sdc`:
```
current_design FSM

set clk_period 1.8
set clk_io_pct 0.2

create_clock -name clk0 -period $clk_period [get_ports {clk}]

set non_clock_inputs [all_inputs -no_clocks]
set_input_delay [expr $clk_period * $clk_io_pct] -clock clk0 $non_clock_inputs
set_output_delay [expr $clk_period * $clk_io_pct] -clock clk0 [all_outputs]
```
`flow/design.v`:
```
module FSM(clk, reset, pcount, in, out, full, empty);
input clk, reset, in, out;
input [2:0] pcount;
reg [1:0] state;
output reg full, empty;
parameter 	s0 = 2'b00, 
		s1 = 2'b01, 
		s2 = 2'b10, 
		s3 = 2'b11; 
always @(posedge clk or posedge reset)
begin
if(reset)
begin
state = 0;
empty = 1;
full = 0;
end
else
begin
case(state)
s0: if(in == 1 && out == 0)
    begin
      state =  s1;
      empty = 0;
      full = 0;
    end
s1: if(in == 1 && out == 0 && pcount == 3'b111)
    begin
      state = s3;
      empty = 0;
      full = 1;
    end
  else if(in == 1 && out == 0 && pcount != 3'b111)
    begin
      state = s1;
      empty = 0;
      full = 0;
    end
  else if(in == 0 && out == 1)
    begin
    state = s2;
    empty = 0;
    full = 0;
  end
s2: if(in == 0 && out == 1 && pcount == 3'b000)
  begin
    state = s0;
    empty = 1;
    full = 0;
  end
else if(in == 0 && out == 1 && pcount != 3'b000)
  begin
    state = s2;
    empty = 0;
    full = 0;
  end
else if(in == 1 && out == 0)
  begin
    state = s1;
    empty = 0;
    full = 0;
  end
s3: if(in == 0 && out == 1)
begin
  state = s2;
  empty = 0;
  full = 0;
end
endcase 
end
end
endmodule
module tb_FSM;
  reg clk;
  reg reset;
  reg in;
  reg out;
  reg [2:0] pcount;
  wire full;
  wire empty;
  FSM uut (
    .clk(clk),
    .reset(reset),
    .pcount(pcount),
    .in(in),
    .out(out),
    .full(full),
    .empty(empty)
  );
  always #5 clk = ~clk;
  initial begin
    clk = 0;
    reset = 1;
    in = 0;
    out = 0;
    pcount = 3'b000;
    #10;
    reset = 0;
    in = 1; out = 0; pcount = 3'b000;
    #10;
    in = 1; out = 0; pcount = 3'b001;
    #10;
    in = 1; out = 0; pcount = 3'b111;
    #10;
    in = 0; out = 1; pcount = 3'b111;
    #10;
    in = 0; out = 1; pcount = 3'b000;
    #10;
  end
endmodule
```
==> run notes <==
This memo summarizes the results of the implementation run.

Timing
Setup repair after global routing left no endpoint under its margin. The clock arrives with 0.597 ps of skew. The hold violation count in the final report is 0.

The total setup violations reported at the end of the flow is 0. The worst pin sits at a relative slew slack of 81.8%. The post-layout minimum cycle time is 1630 ps. Counting pins that exceed their max-slew limit in the final report gives 0. The peak clock frequency supported by timing is 612 MHz. The final critical path takes up 90.8% of the cycle.

The worst path meets setup with 166 ps of slack. The transition time recorded at the tightest slew-check pin is 270 ps.

Clock tree
The number of buffers added to fix hold violations after cts is 0. Gates resized during post-CTS repair numbered 0. The clock net in this run drives a total of 6 sinks. TritonCTS built the clock tree. The clock latency on the worst-skew pair is 240 ps. Buffers added to address setup during post-CTS repair amount to 0.

The clock buffer count from CTS is 3. The clock tree buffer depth is 2. Per the CTS log, the maximum H-tree level is 1.

The clock transition at the registers of the reported paths is 40 ps. Looking at the clock tree report, the root buffer type is clkbuf_4.

Final layout
The area added between synthesis and finish is 52.1%. The most common cell after layout, fill and taps aside is clkdlybuf4s50_1. Per the final layout report, the fraction of cells sized above drive strength 1 comes to 23.2%. The most common logic cells in the final layout are 8 x clkdlybuf4s50_1, 7 x inv_1, 5 x buf_4. The post-route utilization of the core is recorded as 16.9%.

Synth
The chip area line of the yosys report is 379 µm². The cell area that synthesis handed to floorplanning was 379 µm². The fraction of post-synthesis cell area in the top cell type by area is 26.4%. The proportion of synthesized chip area in sequential cells is 40.3%. The synthesized netlist was found by Yosys to have 40 cells.

Of all cell types, the one taking the most synthesized area is dfrtp_1. The number of synthesized register bits is 6. After synthesis, the cell types taking the most area are dfrtp_1 26%, dfstp_2 14%, ha_1 13%, inv_1 6.9%, o21ai_1 5.3%.

The synthesis report lists the Yosys warning total as 1. The number of different library cells in the post-synthesis netlist is 17. The count of mapped cells out of synthesis is 40. Dividing the synthesized area by the synthesized cell count gives 9.48 µm².

Power and ir drop
The maximum vdd ir drop is 0.228 mV. The leakage power in the latest report is 0.240 nW. The script computed a power per unit cell area of 806 mW/mm².

Routing
The mean routed wirelength per cell is 8.22 µm. The final antenna diode tally reported by the flow is 0. The routed layout has 336 vias. The initial detailed-routing violation count is 2. The final routed wirelength across all metal layers is 838 µm. The script parses the final routing iteration and logs DRC violations as 0. The number of routed nets with antenna violations is 0. The routed via count divided by cell count is 3.29.

The pre-antenna-repair detailed-routing pass consisted of 4 iterations.

GRT
Overall routing resource usage recorded by global route was 2.84%. The first global-routing pass estimated 1.50 mm of wire. For met1 alone, demand over resource in global routing was 3.50%.

Per the GRT congestion report, total overflow comes to 0. The largest net degree at the start of global routing is 7. Global routing used 1.14% of the available met3 tracks.

The initial antenna violation count is 0. The via count of the first global-routing pass is 349. The layer carrying the most global-route usage is met2.

Routing resource usage on met2 recorded by global route was 4.49%.

Placement
The placement report lists the number of port buffers as 8. The detailed placement HPWL is 732 µm. The worst slack at placement is -78.9 ps.

At the end of routability-driven placement, the weighted congestion stood at 0.845.

Worst setup path
In this run the critical register-to-register path is launched from state[1]. Data arrives at the worst endpoint at 1780 ps. The setup slack of the worst register-to-register path is 550 ps. The largest fanout on the critical path is 6. The critical path is of the primary input to flip-flop type.

The required time at the worst endpoint is listed as 1950 ps. The endpoint class of the critical path is a flip-flop. The launching element of the worst setup path is out. The worst setup path is launched from a primary input.

Die
The vertical die dimension reported for this design is 80 µm. The number of rows created at floorplan is 21. The initial core utilization is 11.1%. The area of the chip is 0.00640 mm².

The number of I/O pins is 9. The overall die width is 80 µm. The core area is 0.00342 mm².

Flow run
The logs give a warning total of 28. The max capacitance violation total is 0.

Outcome
The flow ran to the end, and the final reports show no timing, DRC or antenna violations.

Min path
According to the hold report, the worst path is of the primary input to asynchronous set/reset pin type.
worst paths after layout:
| check | endpoint | depth (start not counted) |
|---|---|---|
| max reg2reg | full | 3 |
| min reg2reg | state[0] | 2 |
| max in group asynchronous | state[0] | 2 |
| max | full | 7 |
| min in group clk0 | state[0] | 2 |
| min | state[3] | 2 |
cell type report:
class                   count  area [µm²]
inverters                   7        26.3
flip-flops and latches      6         153
well taps                  46        57.6
fillers                   387        2840
clock buffers               3        22.5
repair buffers             13         118
multi-input cells          27         200
synth_stat cells:
master,count
and2_1,1
o21ai_1,4
a22oi_1,2
ha_1,4
dfstp_2,2
o32ai_1,1
nor3_1,1
a311oi_2,1
dfrtp_1,4
inv_1,7
o21ai_0,3
nor2b_1,3
nand2_1,1
a21oi_1,2
nand3_1,2
or3_4,1
and3_4,1
per-layer routing:
| layer | part of all wire (%) | up-vias |
|---|---|---|
| li1 | - | 171 |
| met1 | 45 | 154 |
| met2 | 45 | 9 |
| met3 | 6.9 | 2 |
| met4 | 3.2 | 0 |
| met5 | 0 | - |
sequential cells by signal, summed over array words and instances (netlist names):
register  count
state         4
empty         1
full          1
logic make-up after synthesis:
logic type      share of synthesized area, %
buf+inv                                 6.93
flops                                   40.3
fa+ha+maj                               13.2
simple gates                            17.5
compound gates                          22.1
critical path, stage by stage:
cell	delay, ps
clkdlybuf4s50_1	520
inv_1	70
ha_1	260
nor2b_1	130
o21ai_1	90
and3_4	180
a311oi_2	180
through the flow:
stage               cell area (µm²)  TNS [ps]  power, mW  cells  hold WS, ps
floorplan                       379         0      0.281     40          150
finish                          577         0      0.465    102          337
global route                    577         0      0.501    102          353
detailed placement              554     -78.9      0.348     99          465
CTS                             577         0      0.473    102          343
global placement                554     -38.4      0.347     99          466
where the power goes:
part | internal, mW | switching, mW
combinational | 0.101 | 0.0538
clock | 0.0752 | 0.0460
sequential | 0.163 | 0.0257
total | 0.339 | 0.126
Power and IR drop assume default switching activity.
