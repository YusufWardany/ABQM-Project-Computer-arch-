==> flow/design.v <==
module decoder_7seg (clk, reset, A, B, C, D, led_a, led_b, led_c, led_d, led_e, led_f, led_g);
input A, B, C, D, clk, reset;
output reg led_a; 
output reg led_b;
output reg led_c; 
output reg led_d; 
output reg led_e; 
output reg led_f; 
output reg led_g;
always @(posedge clk or posedge reset) begin
if(reset)
begin
led_a = 1'b0;
led_b = 1'b0;
led_c = 1'b0;
led_d = 1'b0;
led_e = 1'b0;
led_f = 1'b0;
led_g = 1'b0;
end
else
begin
led_a = ~(A | C | B&D | ~B&~D);
led_b = ~(~B | ~C&~D | C&D);
led_c = ~(B | ~C | D);
led_d = ~(~B&~D | C&~D | B&~C&D | ~B&C |A);
led_e = ~(~B&~D | C&~D);
led_f = ~(A | ~C&~D | B&~C | B&~D);
led_g = ~(A | B&~C | ~B&C | C&~D);
end
end
endmodule
module tb_decoder_7seg;
  reg clk;
  reg reset;
  reg A;
  reg B;
  reg C;
  reg D;
  wire led_a;
  wire led_b;
  wire led_c;
  wire led_d;
  wire led_e;
  wire led_f;
  wire led_g;
  decoder_7seg uut (
    .clk(clk), 
    .reset(reset), 
    .A(A), 
    .B(B), 
    .C(C), 
    .D(D), 
    .led_a(led_a), 
    .led_b(led_b), 
    .led_c(led_c), 
    .led_d(led_d), 
    .led_e(led_e), 
    .led_f(led_f), 
    .led_g(led_g)
  );
  always #5 clk = ~clk; 
  initial begin
    clk = 0;
    reset = 0;
    A = 0;
    B = 0;
    C = 0;
    D = 0;
    reset = 1;
    #10;
    reset = 0;
    {A, B, C, D} = 4'b0000; #10;
    {A, B, C, D} = 4'b0001; #10;
    {A, B, C, D} = 4'b0010; #10;
    {A, B, C, D} = 4'b0011; #10;
    {A, B, C, D} = 4'b0100; #10;
    {A, B, C, D} = 4'b0101; #10;
    {A, B, C, D} = 4'b0110; #10;
    {A, B, C, D} = 4'b0111; #10;
    {A, B, C, D} = 4'b1000; #10;
    {A, B, C, D} = 4'b1001; #10;
    {A, B, C, D} = 4'b1010; #10;
    {A, B, C, D} = 4'b1011; #10;
    {A, B, C, D} = 4'b1100; #10;
    {A, B, C, D} = 4'b1101; #10;
    {A, B, C, D} = 4'b1110; #10;
    {A, B, C, D} = 4'b1111; #10;
  end
endmodule
==> flow/run.sh <==
#!/bin/bash
# OpenROAD 26Q1-2900-gdf79404cd8, Yosys 0.63+post, stock flow scripts
make -C /OpenROAD-flow-scripts/flow DESIGN_CONFIG=/design/flow/config.mk WORK_HOME=/design/flow/orfs finish
==> flow/config.mk <==
export PLATFORM = sky130hd
export DESIGN_NAME = decoder_7seg
export DESIGN_NICKNAME = decoder_7seg
export VERILOG_FILES = /design/flow/design.v
export SDC_FILE = /design/flow/constraint.sdc
export NUM_CORES = 4
export LEC_CHECK = 1
export CORE_AREA = 10 10 70 70
export DIE_AREA = 0 0 80 80
==> flow/constraint.sdc <==
current_design decoder_7seg

set clk_period 1.0
set clk_io_pct 0.2

create_clock -name clk0 -period $clk_period [get_ports {clk}]

set non_clock_inputs [all_inputs -no_clocks]
set_input_delay [expr $clk_period * $clk_io_pct] -clock clk0 $non_clock_inputs
set_output_delay [expr $clk_period * $clk_io_pct] -clock clk0 [all_outputs]
==> flow_summary_export.csv <==
group,metric,value,unit
drt,remaining_drc_errors,0,
sta,hold_violations,0,
global_route,grt_max_degree,8,
place,place.gp.congestion,0.773,
clock_network,clockBufferDepth,2,
floorplan,die-height,80,microns
global_route,grt_use_total,0.0279,
logic_synthesis,yosysCellCount,25,
sta,timing.hold.ws,0.182,ns
finish,fill_cells,393,
clock_network,cts_made_buffers,3,
finish,fin_cells,90,
logic_synthesis,yosysUniqueCellTypes,17,
logic_synthesis,top_area_frac,0.591,
finish,finalInstanceArea,489,sq um
clock_network,htree_levels,1,
setup_path,worstPathCellList,"clkdlybuf4s50_1 > or4b_1 > o21ai_1",
sta,period_needed,0.960,ns
clock_network,clk_pin_slew,0.05,ns
logic_synthesis,synth_flops,7,
setup_path,slowest_stage,"or4b_1",
finish,comb_area,100,sq um
place,dp_slack,-0.281,ns
floorplan,fp_util,0.0868,
logic_synthesis,yosys_area,297,sq um
floorplan,rows,21,
floorplan,die_w,80,microns
finish,area_growth,65.0,%
drt,wl_per_cell,8.87,microns
status,status,"complete, no violations",
run,warnings,25,
floorplan,coreArea,3420,sq um
logic_synthesis,avgSynthCellArea,11.9,sq um
setup_path,required,1.19,ns
finish,drive_above_1_share,0.386,
sta,slew_viol_final,0,
min_path,hp-class,"primary input to async pin",
power,leakage,0.237,nW
place,placedCellCount,86,
global_route,grt_pass1_wl,1440,microns
setup_path,crit_arrival,1.15,ns
clock_network,cts_root_buffer,"clkbuf_4",
drt,drt_iter0_drc,11,
setup_path,cp_max_fo,2,
finish,regArea,175,sq um
setup_path,start_kind,"primary input",
finish,layout.cells.most_common_list,"7 x dfrtp_1, 5 x buf_4, 4 x buf_2",
logic_synthesis,synth.area.top_cells,"dfrtp_1 59%, buf_6 3.8%, nor3_1 3.4%",
logic_synthesis,yosysWarnings,1,
power,worst_ir_drop_vdd,374,uV
clock_network,cts_sinks,7,
logic_synthesis,synth_area_leader_cell,"dfrtp_1",
setup_path,path_class,"primary input to register",
floorplan,die_area,6400,sq um
drt,ant_nets,0,
drt,firstDrtPassIters,4,
sta,slew_headroom,0.829,
clock_network,holdBufCountCts,0,
floorplan,ios,13,
sta,rsz0062_at_grt,"false",
global_route,grt_remaining_overflow,0,
place,dp_hpwl,632,microns
finish,mostFrequentLayoutCell,"dfrtp_1",
finish,utilization,0.143,
power,powerDensity,1350,nW/um^2
setup_path,endpoint_kind,"register",
place,place_area,493,sq um
global_route,antenna_found_initial,0,
drt,n_antenna_cell,0,
sta,fin_crit_sh,0.960,
clock_network,cts_tree,"yes",
logic_synthesis,synth_seq_share,0.591,
sta,tightestPinTransition,0.257,ns
logic_synthesis,netlist_area,297,sq um
drt,drt-vias-per-instance,2.77,
logic_synthesis,netlist_instances,25,
drt,vias,249,
run,cap_violations,0,
sta,fin_ws,0.0404,ns
sta,max_freq,1.04,GHz
drt,routed_wl,798,microns
sta,setup-violations-final,0,
place,io_buffers,12,
setup_path,max_stage_delay,0.46,ns
global_route,grt_pass1_vias,294,
==> area by class of cell <==
cell class | instances | area share
clock buffer | 4 | 0.0537
inverter | 2 | 0.0153
timing repair buffer | 17 | 0.251
sequential | 7 | 0.358
multi-input combinational | 14 | 0.205
tap | 46 | 0.118
==> timing repair <==
action,4_1_cts,5_1_grt
pin swaps,1,1
endpoints found under the setup margin,9,6
gates resized,21,4
buffers inserted,0,0
==> layer usage <==
layer  vias up  wire, microns  share of wire  GRT usage
met5         -              0              0          0
met2        22            192           0.24     0.0273
li1        119              -              -          -
met3         2            120           0.15     0.0136
met4         0             35          0.044     0.0106
met1       106            450           0.56     0.0459
==> flip-flops by register name, summed over array words and instances, names as in the netlist <==
name / cells
led_a: 1
led_b: 1
led_c: 1
led_d: 1
led_e: 1
led_f: 1
led_g: 1
==> logic make-up after synthesis <==
| group | after synthesis | share of synthesized area |
|---|---|---|
| xor gates and xnor gates | 2 | 0.0591 |
| buffers and inverters | 4 | 0.0886 |
| AOI/OAI and AO/OA | 5 | 0.114 |
| DFF | 7 | 0.591 |
| and+or+nand+nor | 7 | 0.148 |
==> path summary, 6_finish.rpt <==
kind	from	endpoint	slack, ns	depth (start not counted)
hold / removal	reset	led_c	0.18	2
setup / recovery	A	led_d	0.04	3
max in group asynchronous	reset	led_e	0.61	2
min in group clk0	D	led_c	0.29	3
==> report_power, final <==
part	switching (mW)	leakage [nW]	internal [mW]
Sequential	0.00508	0.0898	0.301
Combinational	0.0416	0.133	0.0551
Clock	0.107	0.0150	0.152
Total	0.154	0.237	0.508
==> worst max-delay path: cells and delay by family <==
| kind | cells | cell delay, ns |
|---|---|---|
| and+or+nand+nor | 1 | 0.46 |
| buffers and inverters | 1 | 0.41 |
| AOI/OAI and AO/OA | 1 | 0.08 |
==> Yosys cell counts <==
cell type,n
inv_1,2
a21o_2,1
a21oi_1,1
xnor2_1,1
buf_6,1
nor2b_1,1
xor2_1,1
and2_1,1
a211oi_1,1
dfrtp_1,7
nand2_1,1
or4b_1,1
o21ai_1,1
nor3_1,2
o21bai_1,1
or2b_1,1
buf_4,1
==> metrics by stage <==
stage                     TNS, ns  power [mW]
after global routing            0       0.717
after global placement      -1.35       0.423
after CTS                       0       0.681
after floorplan                 0       0.348
after detailed placement    -1.50       0.426
final                           0       0.662
Power and IR drop assume default switching activity.
