--- design/flow/run.sh ---
#!/bin/bash
# OpenROAD 26Q1-2900-gdf79404cd8, Yosys 0.63+post, stock flow scripts
make -C /OpenROAD-flow-scripts/flow DESIGN_CONFIG=/design/flow/config.mk WORK_HOME=/design/flow/orfs finish
--- design/flow/config.mk ---
export PLATFORM = sky130hd
export DESIGN_NAME = clock_divider
export DESIGN_NICKNAME = clock_divider
export VERILOG_FILES = /design/flow/design.v
export SDC_FILE = /design/flow/constraint.sdc
export NUM_CORES = 4
export LEC_CHECK = 1
export CORE_AREA = 10 10 105 105
export DIE_AREA = 0 0 115 115
--- design/flow/constraint.sdc ---
current_design clock_divider

set clk_period 3.3
set clk_io_pct 0.2

create_clock -name clk0 -period $clk_period [get_ports {clk}]

set non_clock_inputs [all_inputs -no_clocks]
set_input_delay [expr $clk_period * $clk_io_pct] -clock clk0 $non_clock_inputs
set_output_delay [expr $clk_period * $clk_io_pct] -clock clk0 [all_outputs]
--- design/flow/design.v ---
module clock_divider (clk, reset, CLK1Hz);
input clk, reset;
output CLK1Hz;
reg CLK1Hz;
reg [24:0] count;  
always @(posedge clk or posedge reset)
begin
if(reset) 
begin
count <= 0;
CLK1Hz <= 0;
end
else
begin
if(count < 25_000_000)
count <= count + 1; 
else
begin
CLK1Hz = ~CLK1Hz; 
count <= 0;
end
end
end
endmodule
==> run summary <==
fresh numbers from the pnr run: Data required, critical path=3.46 ns, GRT overflow=0, DRT Pass-1 Iters=4, Hold EP=CLK1Hz$_DFFE_PP0P_, Bufs and invs on worst path=1, routed wl met2=1040 um, setup bufs post-CTS=0, CP Capture Type=register, yosys warns=1, Tcrit/Tclk final=65.8%, Peak VDD IR=0.000146 V, clock tree buffer depth=2, GP Congestion=0.782, fin util=18.2%, first-pass GRT wire length=4440 um, post-layout min period=2.17 ns, pin count of the biggest net entering global routing=27, worst slew pin tran=0.891 ns, fillcell total=968, drc violations=0, kind of critical path=register to register, clock power share=38.3%, HP Start=CLK1Hz$_DFFE_PP0P_, max cap viols=0, Vias=972, Worst Hold Path Cells=1, MUX share of area=0%, Setup TNS=0 ns, Cell variety after synth=33, FP Rows=34, Reg power frac=60.2%, Metal-1 WL=1270 um, Logic pwr share=1.5%, Antenna Violating Nets Remaining=0, clk_skew=0.00276 ns, Sw Pwr=0.102 mW, post-DP HPWL=1680 um, synthesized cell area=1410 um2, Met3 Routed Length=85 um, Diodes inserted=0, vias per cell=3.97, clock root cell=clkbuf_8, clk slew on worst S/H paths=0.09 ns, Comb gate area=702 um2, Switching Share=19.2%, Post-synth regs=26, Top Layer Used=met4, XOR Share, Synth=9.29%, H-tree Lvls=1, Routed Wire Length=2400 um, worst hold margin=0.480 ns, Top non-seq family=simple AND/OR/NAND/NOR gates, cell count after synthesis=134, worst r2r src=count[11]$_DFF_PP0_, status=finished clean, number of setup violations in the final report=0, RSZ-0062 raised after global routing=false, Hold-fix buffers, CTS=0, Slowest-stage cell, CP=o41ai_4, worst min-delay path category=register to register, OpenROAD warning count=25, Startpoint Class=register, CTS tree=done, clock sink count=26, GRT Overall Usage=3.91%, Reg2Reg Depth=5, FP Util=16.1%, r2r setup slk=1.13 ns, Fin. Hold Viols=0, syn_area_per_cell=10.6 um2, I/O pin cnt=3, fin. max-slew vios=0, Port-buffer cells=2, yosys stat cell total=134, initial antenna violation count=0, Flop area=651 um2, drt first-iter violations=49, Inserted Clock Buffers=3, Internal Dissipation=0.427 mW, register area share after synthesis=46.0%, R2R Path End=count[14]$_DFF_PP0_, core area=8760 um2, Die X=115 um, adder share=0.885%, PostCTS Resize Cnt=0, yosys aoi share=13.6%, WL/cell=9.80 um, Slew HR=40.4%, YS chip area=1410 um2, P_leak=0.656 nW, layout cells sized above 1=16.8%, pwr/cell area=331 nW/um2, Max Freq=461 MHz, Die Area=13200 um2, crit-path leading delay family=AND-OR/OR-AND gates, clock latency (worst-skew pair)=0.27 ns, crit path cell chain=and4_4 -> a21oi_2 -> o41ai_4 -> buf_4 -> nor2_1, Area growth syn-to-layout=12.9%, Critical Path AT=2.33 ns, CP max FO=15, chip height=115 um, vias in the first global route=956, slowest stage delay, CP=0.83 ns, AND/OR/NAND/NOR Cells, Area Fraction=25.8%
flip-flops by register name, indices dropped and copies added, names as in the netlist:
register  flops
count        25
CLK1Hz        1
cells by family (layout without fill, tap and decap cells):
family,Yosys count,count (layout)
compound gates,21,21
xor+xnor,15,15
fa+ha+maj,1,1
simple gates,61,61
flops,26,26
buf+inv,10,13
per-layer routing:
| metal | up-vias | global-route usage (%) |
|---|---|---|
| li1 | 489 | - |
| met1 | 472 | 5.86 |
| met2 | 9 | 5.56 |
| met3 | 2 | 1.27 |
| met4 | 0 | 0.413 |
| met5 | - | 0 |
synthesized netlist by cell type:
| library cell | count | area, um2 |
|---|---|---|
| and2_1 | 1 | 6.26 |
| clkbuf_1 | 1 | 3.75 |
| and2_2 | 1 | 7.51 |
| or4_1 | 5 | 37.5 |
| dfrtp_1 | 26 | 651 |
| a21o_1 | 1 | 7.51 |
| nand4_1 | 6 | 37.5 |
| a2111oi_4 | 1 | 27.5 |
| o21ai_0 | 1 | 5.00 |
| nand3_1 | 7 | 35.0 |
| and4_1 | 1 | 8.76 |
| and4_4 | 2 | 22.5 |
| nor2_1 | 14 | 52.6 |
| nand2_1 | 10 | 37.5 |
| nor3_1 | 2 | 10.0 |
| xor2_1 | 8 | 70.1 |
| nor2_2 | 1 | 6.26 |
| or3_4 | 1 | 11.3 |
| and3_1 | 2 | 12.5 |
| nor2b_1 | 1 | 6.26 |
| xnor2_1 | 7 | 61.3 |
| or3_1 | 1 | 6.26 |
| o31ai_1 | 7 | 52.6 |
| inv_1 | 5 | 18.8 |
| ha_1 | 1 | 12.5 |
| nand4_4 | 1 | 21.3 |
| a21oi_2 | 6 | 52.6 |
| o41ai_4 | 1 | 27.5 |
| a21oi_1 | 4 | 20.0 |
| buf_2 | 1 | 5.00 |
| buf_6 | 3 | 33.8 |
| nor4_1 | 2 | 12.5 |
| or4_4 | 3 | 33.8 |
cell usage in the layout (no fill, tap or decap), types with 3 or more instances in the layout:
cell,instances
a21oi_1,4
a21oi_2,6
clkbuf_8,4
dfrtp_1,26
inv_1,5
nand2_1,10
nand3_1,7
nand4_1,6
nor2_1,14
o31ai_1,7
or4_1,5
or4_4,3
xnor2_1,7
xor2_1,8
power by group through the flow:
| stage | registers, mW | clock network, mW | logic [mW] |
|---|---|---|---|
| after CTS | 0.318 | 0.216 | 0.00884 |
| after global routing | 0.318 | 0.228 | 0.00967 |
| final | 0.318 | 0.202 | 0.00800 |
final cells by class:
class | instances | share of cell area (%)
Clock buffer | 4 | 3.45
Inverter | 5 | 1.18
Multi-Input combinational cell | 98 | 44.0
Sequential cell | 26 | 40.8
Tap cell | 108 | 8.46
Timing Repair Buffer | 4 | 2.19
worst max path at each step:
stage	endpoint	start	depth (start not counted)
4_1_cts	count[5]$_DFF_PP0_	count[11]$_DFF_PP0_	5
5_1_grt	count[14]$_DFF_PP0_	count[11]$_DFF_PP0_	5
6_report	count[14]$_DFF_PP0_	count[11]$_DFF_PP0_	5
through the flow:
step,cells,setup slack (ns),power (mW),instance area [um2]
floorplan,134,1.60,0.329,1410
global placement,241,1.18,0.333,1540
detailed placement,241,1.15,0.333,1540
CTS,245,1.13,0.543,1600
global route,245,0.995,0.556,1600
finish,245,1.13,0.528,1600
Power and IR drop assume default switching activity.
